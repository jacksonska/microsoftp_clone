File: run.sh
#!/bin/bash
# OpenROAD 26Q1-2900-gdf79404cd8, Yosys 0.63+post, stock flow scripts
make -C /OpenROAD-flow-scripts/flow DESIGN_CONFIG=/design/flow/config.mk WORK_HOME=/design/flow/orfs finish
File: config.mk
export PLATFORM = sky130hd
export DESIGN_NAME = vga_color_display
export DESIGN_NICKNAME = vga_color_display
export VERILOG_FILES = /design/flow/design.v
export SDC_FILE = /design/flow/constraint.sdc
export NUM_CORES = 4
export LEC_CHECK = 1
export CORE_AREA = 10 10 70 70
export DIE_AREA = 0 0 80 80
File: constraint.sdc
current_design vga_color_display

set clk_period 1.0
set clk_io_pct 0.2

create_clock -name clk0 -period $clk_period [get_ports {ClkPort}]

set non_clock_inputs [all_inputs -no_clocks]
set_input_delay [expr $clk_period * $clk_io_pct] -clock clk0 $non_clock_inputs
set_output_delay [expr $clk_period * $clk_io_pct] -clock clk0 [all_outputs]
File: design.v
module vga_color_display(
	input Sw15, Sw14, Sw13, Sw12, Sw11, Sw10, Sw9, Sw8, Sw7, Sw6, Sw5, Sw4,
	input ClkPort,
	output An0, An1, An2, An3, An4, An5, An6, An7,
	output Ca, Cb, Cc, Cd, Ce, Cf, Cg, Dp
	);
	reg [4:0]	SSD;
	wire [4:0]	SSD7, SSD6, SSD4, SSD3, SSD1, SSD0;
	reg [7:0]  	SSD_CATHODES;
	wire [2:0] 	ssdscan_clk;
	wire Reset;
	wire [11:0] rgb;
	reg [11:0] RGB_IN;
	assign rgb = RGB_IN;
	always@ (*) begin	
		RGB_IN = {Sw15, Sw14, Sw13, Sw12, Sw11, Sw10, Sw9, Sw8, Sw7, Sw6, Sw5, Sw4};
	end
	reg [27:0]	DIV_CLK;
	always @ (posedge ClkPort, posedge Reset)  
	begin : CLOCK_DIVIDER
      if (Reset)
			DIV_CLK <= 0;
	  else
			DIV_CLK <= DIV_CLK + 1'b1;
	end
	assign ssdscan_clk = DIV_CLK[19:17];
	assign An0	=  !(~(ssdscan_clk[2]) && ~(ssdscan_clk[1]) && ~(ssdscan_clk[0]));   
	assign An1	=  !(~(ssdscan_clk[2]) && ~(ssdscan_clk[1]) &&  (ssdscan_clk[0]));   
	assign An3	=  !(~(ssdscan_clk[2]) &&  (ssdscan_clk[1]) &&  (ssdscan_clk[0]));   
	assign An4	=  !( (ssdscan_clk[2]) && ~(ssdscan_clk[1]) && ~(ssdscan_clk[0]));   
	assign An6	=  !( (ssdscan_clk[2]) &&  (ssdscan_clk[1]) && ~(ssdscan_clk[0]));   
	assign An7	=  !( (ssdscan_clk[2]) &&  (ssdscan_clk[1]) &&  (ssdscan_clk[0]));   
	assign {An2,An5} = 2'b11;
	always @ (ssdscan_clk, SSD0, SSD1, SSD3, SSD4, SSD6, SSD7)
	begin : SSD_SCAN_OUT
		case (ssdscan_clk) 
				  3'b000: SSD = SSD0;
				  3'b001: SSD = SSD1;
				  3'b011: SSD = SSD3;
				  3'b100: SSD = SSD4;
				  3'b110: SSD = SSD6;
				  3'b111: SSD = SSD7;
		endcase 
	end
	assign SSD7 = 5'b11111;  
	assign SSD6 = rgb[11:8];
	assign SSD4 = 5'b10000;  
	assign SSD3 = rgb[7:4];
	assign SSD1 = 5'b01011;  
	assign SSD0 = rgb[3:0];
	always @ (SSD) 
	begin : HEX_TO_SSD
		case (SSD)  
			5'b00000: SSD_CATHODES = 8'b00000011;  
			5'b00001: SSD_CATHODES = 8'b10011111;  
			5'b00010: SSD_CATHODES = 8'b00100101;  
			5'b00011: SSD_CATHODES = 8'b00001101;  
			5'b00100: SSD_CATHODES = 8'b10011001;  
			5'b00101: SSD_CATHODES = 8'b01001001;  
			5'b00110: SSD_CATHODES = 8'b01000001;  
			5'b00111: SSD_CATHODES = 8'b00011111;  
			5'b01000: SSD_CATHODES = 8'b00000001;  
			5'b01001: SSD_CATHODES = 8'b00001001;  
			5'b01010: SSD_CATHODES = 8'b00010001;  
			5'b01011: SSD_CATHODES = 8'b11000001;  
			5'b01100: SSD_CATHODES = 8'b01100011;  
			5'b01101: SSD_CATHODES = 8'b10000101;  
			5'b01110: SSD_CATHODES = 8'b01100001;  
			5'b01111: SSD_CATHODES = 8'b01110001;  
			5'b11111: SSD_CATHODES = 8'b11110101;  
			5'b10000: SSD_CATHODES = 8'b01000011;  
			default: SSD_CATHODES = 8'bXXXXXXXX;  
		endcase
	end	
	assign {Ca, Cb, Cc, Cd, Ce, Cf, Cg, Dp} = {SSD_CATHODES};
endmodule
==> impl_metrics.prom <==
# HELP chip_impl_metric Yosys and OpenROAD flow results
# TYPE chip_impl_metric gauge
chip_impl_info{name="outcome",value="complete, but fails checks"} 1
chip_impl_info{name="violated_checks",value="setup timing"} 1
chip_impl_metric{name="powerDensity",unit="mW/mm^2"} 364
chip_impl_metric{name="path_max_fanout",unit=""} 5
chip_impl_info{name="hp-start",value="Sw7"} 1
chip_impl_info{name="crit_type",value="in -> out"} 1
chip_impl_metric{name="syn_avg_cell_area",unit="sq um"} 8.34
chip_impl_metric{name="core_util_floorplan",unit=""} 0.103
chip_impl_metric{name="yosys_area",unit="sq um"} 350
chip_impl_metric{name="globalplace.congestion",unit=""} 0.843
chip_impl_metric{name="vdd_ir_drop_max",unit="uV"} 161
chip_impl_metric{name="track_usage",unit=""} 0.0331
chip_impl_metric{name="grt_first_pass_wirelength",unit="um"} 1820
chip_impl_metric{name="post_cts_hold_buffer_count",unit=""} 0
chip_impl_metric{name="grt_start_max_net_pins",unit=""} 9
chip_impl_metric{name="critical-path-max-stage-delay",unit="ps"} 450
chip_impl_metric{name="detail_route.vias_per_cell",unit=""} 3.01
chip_impl_metric{name="drt_drc_violations_left",unit=""} 0
chip_impl_metric{name="fin_cells",unit=""} 116
chip_impl_metric{name="yosys_warn_count",unit=""} 2
chip_impl_info{name="crit_slowest_cell",value="mux4_2"} 1
chip_impl_metric{name="numPlacedInstances",unit=""} 108
chip_impl_metric{name="ys_seq_frac",unit=""} 0
chip_impl_metric{name="antenna_violating_nets_post_route",unit=""} 0
chip_impl_metric{name="setup_viol_count_final",unit=""} 7
chip_impl_metric{name="number_of_buffer_and_inverter_instances_along_the_worst_setup_path",unit=""} 4
chip_impl_metric{name="detail_route.iter0.violations",unit=""} 7
chip_impl_metric{name="worstPathRequired",unit="ps"} 800
chip_impl_metric{name="seq_cells",unit=""} 0
chip_impl_metric{name="cell_depth_of_the_worst_hold_path",unit=""} 4
chip_impl_metric{name="buffer_ports.inserted",unit=""} 11
chip_impl_metric{name="share_of_the_clock_period_used_by_the_worst_path_after_layout",unit=""} 1.42
chip_impl_info{name="timing.critical_path.cells",value="buf_12 -> inv_16 -> ha_4 -> inv_2 -> mux4_2 -> buf_2"} 1
chip_impl_metric{name="num_io_pins",unit=""} 29
chip_impl_metric{name="whs",unit="ps"} 825
chip_impl_metric{name="yosys.cell_types.count",unit=""} 19
chip_impl_metric{name="tool_warnings",unit=""} 45
chip_impl_metric{name="grt_overflow_total",unit=""} 0
chip_impl_metric{name="drt_pre_antenna_iters",unit=""} 3
chip_impl_metric{name="syn_inst",unit=""} 42
chip_impl_info{name="final_layout_top_logic_cell",value="buf_4"} 1
chip_impl_metric{name="nClkBuffers",unit=""} 0
chip_impl_info{name="hold-path-endpoint",value="Cc"} 1
chip_impl_metric{name="num_antenna_cells",unit=""} 0
chip_impl_metric{name="floorplan.core_area",unit="sq mm"} 0.00342
chip_impl_metric{name="fmax",unit="GHz"} 0.706
chip_impl_metric{name="final_max_slew_violation_tally",unit=""} 0
chip_impl_metric{name="place_hpwl",unit="um"} 803
chip_impl_info{name="timing.critical_path.to_type",value="output port"} 1
chip_impl_info{name="lay_top_cells",value="buf_4 (12), conb_1 (9), buf_6 (9)"} 1
chip_impl_metric{name="drv_cap",unit=""} 0
chip_impl_metric{name="antenna_found_initial",unit=""} 0
chip_impl_metric{name="vias_in_the_first_global_route",unit=""} 384
chip_impl_metric{name="worstPathArrival",unit="ps"} 1220
chip_impl_metric{name="dieHeight",unit="um"} 80
chip_impl_metric{name="fp.dieW",unit="um"} 80
chip_impl_metric{name="rows",unit=""} 21
chip_impl_metric{name="layout-area-overhead-vs-synth",unit="%"} 118
chip_impl_metric{name="post_route_setup_tns",unit="ps"} -2010
chip_impl_metric{name="storage_element_area",unit="sq um"} 0
chip_impl_metric{name="routed_wl",unit="um"} 1100
chip_impl_info{name="grt_setup_unrepaired",value="true"} 1
chip_impl_metric{name="vias",unit=""} 349
chip_impl_metric{name="floorplan.die_area",unit="sq mm"} 0.00640
chip_impl_metric{name="yosys-stat-cells",unit=""} 42
chip_impl_metric{name="wl_per_cell",unit="um"} 9.48
chip_impl_info{name="kind_of_start_point_of_the_critical_path",value="input pin"} 1
chip_impl_metric{name="final_core_util",unit=""} 0.224
chip_impl_metric{name="post_route_cells_drive_above_1_share",unit=""} 0.671
chip_impl_info{name="timing.critical_path.max_delay_family",value="multiplexers"} 1
chip_impl_metric{name="finalPower",unit="uW"} 278
chip_impl_metric{name="worst_slack",unit="ps"} -416
chip_impl_info{name="class_of_the_worst_hold_path",value="in -> out"} 1
chip_impl_metric{name="cellLeakagePower",unit="uW"} 0.000353
chip_impl_metric{name="synth_area",unit="sq um"} 350
chip_impl_metric{name="post-route-min-period",unit="ps"} 1420
chip_impl_metric{name="final_hold_vios",unit=""} 0
[report_power, final]
| part | total [uW] | switching [uW] | internal [uW] |
|---|---|---|---|
| logic | 278 | 106 | 172 |
| registers | 0 | 0 | 0 |
| clock network | 0 | 0 | 0 |
| total | 278 | 106 | 172 |
[timing repair]
| action | CTS | global route |
|---|---|---|
| buffers inserted | 8 | 3 |
| gates resized | 58 | 12 |
| pin swaps | 9 | 4 |
| endpoints found under the setup margin | 7 | 7 |
[how the worst max path moves through the flow]
stage	from	end	slack [ps]	cells past startpoint
global route	Sw5	Cd	-440	6
finish	Sw5	Cd	-420	6
CTS	Sw5	Cd	-510	7
[stage by stage]
| stage | instance area, sq um | setup WS (ps) |
|---|---|---|
| finish | 764 | -416 |
| detailed placement | 603 | -1320 |
| CTS | 713 | -506 |
| global route | 764 | -436 |
| global placement | 603 | -1300 |
| floorplan | 409 | -94.2 |
[final cells by class]
cell class	instances	area, sq um
repair buffers	32	297
fillers	371	2650
multi-input cells	35	375
well taps	46	57.6
inverters	3	35.0
[metal layers]
metal,share of wire,global-route usage,vias to the layer above
li1,-,-,181
met1,0.49,0.0477,155
met2,0.39,0.0474,13
met3,0.11,0.0136,0
met4,0,0,0
met5,0,0,-
[cell usage after synthesis]
| library cell | instances | share of area |
|---|---|---|
| o21ai_1 | 1 | 0.014 |
| conb_1 | 2 | 0.021 |
| nand2b_1 | 1 | 0.018 |
| a21oi_1 | 1 | 0.014 |
| ha_1 | 7 | 0.25 |
| nor2b_1 | 1 | 0.018 |
| or3b_1 | 1 | 0.025 |
| o22ai_1 | 1 | 0.018 |
| nor2_1 | 3 | 0.032 |
| inv_1 | 3 | 0.032 |
| buf_4 | 9 | 0.19 |
| buf_2 | 1 | 0.014 |
| a32o_1 | 1 | 0.029 |
| mux2i_1 | 4 | 0.11 |
| nor2_2 | 1 | 0.018 |
| buf_6 | 1 | 0.032 |
| mux2_1 | 1 | 0.032 |
| mux4_1 | 1 | 0.075 |
| a22o_1 | 2 | 0.050 |
[kinds of logic after synthesis]
family,Yosys count,share of synthesized area
simple gates,7,0.111
other cells,2,0.0214
compound gates,6,0.125
fa+ha+maj,7,0.250
buf+inv,14,0.271
mux,6,0.221
